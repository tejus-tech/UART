===== flow/design.v =====
module uart_tx #(
  parameter CLK_FREQ = 1000000,
  parameter BAUD_RATE = 9600
)(
  input clk,
  input rst,
  input tx_start,
  input [7:0] tx_data,
  output reg tx,
  output reg tx_busy
);
  localparam BAUD_DIV = CLK_FREQ / BAUD_RATE;
  localparam IDLE  = 2'b00;
  localparam START = 2'b01;
  localparam DATA  = 2'b10;
  localparam STOP  = 2'b11;
  reg [15:0] clk_cnt;
  reg [3:0] bit_cnt;
  reg [9:0] tx_shift;
  reg [1:0] state;
  always @(posedge clk or posedge rst) begin
    if (rst) begin
      tx <= 1'b1;
      tx_busy <= 1'b0;
      clk_cnt <= 0;
      bit_cnt <= 0;
      state <= IDLE;
    end else begin
      case (state)
        IDLE: begin
          tx <= 1'b1;
          clk_cnt <= 0;
          bit_cnt <= 0;
          tx_busy <= 1'b0;
          if (tx_start) begin
            tx_shift <= {1'b1, tx_data, 1'b0};  
            tx_busy <= 1'b1;
            state <= START;
          end
        end
        START: begin
          tx <= 1'b0; 
          if (clk_cnt < BAUD_DIV - 1)
            clk_cnt <= clk_cnt + 1;
          else begin
            clk_cnt <= 0;
            state <= DATA;
          end
        end
        DATA: begin
          tx <= data_buf[bit_cnt];
          if (clk_cnt < BAUD_DIV - 1)
            clk_cnt <= clk_cnt + 1;
          else begin
            clk_cnt <= 0;
            bit_cnt <= bit_cnt + 1;
            if (bit_cnt == 7)
              state <= STOP;
          end
        end
        STOP: begin
          tx <= 1'b1;
          if (clk_cnt < BAUD_DIV - 1)
            clk_cnt <= clk_cnt + 1;
          else begin
            clk_cnt <= 0;
            state <= IDLE;
            tx_busy <= 1'b0;
          end
        end
      endcase
    end
  end
endmodule
module uart_rx #(
  parameter CLK_FREQ = 1000000,
  parameter BAUD_RATE = 9600
)(
  input clk,
  input rst,
  input rx,
  output reg [7:0] rx_data,
  output reg rx_ready
);
  localparam BAUD_DIV = CLK_FREQ / BAUD_RATE;
  localparam HALF_BAUD = BAUD_DIV / 2;
  localparam IDLE  = 2'b00;
  localparam START = 2'b01;
  localparam DATA  = 2'b10;
  localparam STOP  = 2'b11;
  reg [15:0] clk_cnt;
  reg [3:0] bit_cnt;
  reg [7:0] rx_shift;
  reg [1:0] state;
  always @(posedge clk or posedge rst) begin
    if (rst) begin
      clk_cnt <= 0;
      bit_cnt <= 0;
      rx_data <= 0;
      rx_ready <= 0;
      rx_shift <= 0;
      state <= IDLE;
    end else begin
      case (state)
        IDLE: begin
          rx_ready <= 0;
          if (!rx) begin  
            clk_cnt <= 0;
            state <= START;
          end
        end
        START: begin
          if (clk_cnt == HALF_BAUD) begin
            clk_cnt <= 0;
            bit_cnt <= 0;
            state <= DATA;
          end else begin
            clk_cnt <= clk_cnt + 1;
          end
        end
        DATA: begin
          if (clk_cnt < BAUD_DIV - 1) begin
            clk_cnt <= clk_cnt + 1;
          end else begin
            clk_cnt <= 0;
            rx_shift[bit_cnt] <= rx;
            bit_cnt <= bit_cnt + 1;
            if (bit_cnt == 7) state <= STOP;
          end
        end
        STOP: begin
          if (clk_cnt < BAUD_DIV - 1) begin
            clk_cnt <= clk_cnt + 1;
          end else begin
            clk_cnt <= 0;
            rx_data <= rx_shift;
            rx_ready <= 1;
            state <= IDLE;
          end
        end
      endcase
    end
  end
endmodule
module uart_top #(
  parameter CLK_FREQ = 1000000,
  parameter BAUD_RATE = 9600
)(
  input clk,
  input rst,
  input tx_start,
  input [7:0] tx_data,
  output tx,
  output tx_busy,
  output [7:0] rx_data,
  output rx_ready
);
  wire internal_tx;
  uart_tx #(
    .CLK_FREQ(CLK_FREQ),
    .BAUD_RATE(BAUD_RATE)
  ) tx_inst (
    .clk(clk),
    .rst(rst),
    .tx_start(tx_start),
    .tx_data(tx_data),
    .tx(internal_tx),
    .tx_busy(tx_busy)
  );
  uart_rx #(
    .CLK_FREQ(CLK_FREQ),
    .BAUD_RATE(BAUD_RATE)
  ) rx_inst (
    .clk(clk),
    .rst(rst),
    .rx(internal_tx),      
    .rx_data(rx_data),
    .rx_ready(rx_ready)
  );
  assign tx = internal_tx;
endmodule

===== flow/run.sh =====
#!/bin/bash
# OpenROAD 26Q1-2900-gdf79404cd8, Yosys 0.63+post, stock flow scripts
make -C /OpenROAD-flow-scripts/flow DESIGN_CONFIG=/design/flow/config.mk WORK_HOME=/design/flow/orfs finish

===== flow/config.mk =====
export PLATFORM = sky130hd
export DESIGN_NAME = uart_top
export DESIGN_NICKNAME = uart_top
export VERILOG_FILES = /design/flow/design.v
export SDC_FILE = /design/flow/constraint.sdc
export NUM_CORES = 4
export LEC_CHECK = 1
export CORE_UTILIZATION = 40

===== flow/constraint.sdc =====
current_design uart_top

set clk_period 5.0
set clk_io_pct 0.2

create_clock -name clk0 -period $clk_period [get_ports {clk}]

set non_clock_inputs [all_inputs -no_clocks]
set_input_delay [expr $clk_period * $clk_io_pct] -clock clk0 $non_clock_inputs
set_output_delay [expr $clk_period * $clk_io_pct] -clock clk0 [all_outputs]

==> job_summary.md <==
### Yosys + OpenROAD results

| Metric | Value |
|---|---|
| Post-synthesis sequential area ratio | 0.5302 |
| Post-cts hold-fix buffer tally | 0 |
| CTS resizes | 0 |
| Worst r2r dst | rx_inst.clk_cnt[15] |
| Antenna violations before repair | 0 |
| Setup TNS | 0 ns |
| Cell area after synthesis | 3169 um^2 |
| Syn Area/Cell | 10.29 um^2 |
| Core ar. | 7687 um^2 |
| Post-CTS setup-driven buffer insertion count | 0 |
| Antenna diodes | 0 |
| Most used DFF post-synth | dfrtp_1 |
| Root Buffer | clkbuf_8 |
| EDFF count, synth | 0 |
| GP Congestion | 0.7998 |
| Slowest stage delay, CP | 0.68 ns |
| Number of OpenROAD warnings | 38 |
| Worst-path cell chain | nor4_2, nand3_2, o31ai_1, o21ai_1, and3_1, mux2_2 |
| Vias in the first global route | 2231 |
| Buffers added on ports | 13 |
| Chip Area, Yosys | 3169 um^2 |
| Pwr Density | 318.0 nW/um^2 |
| I/O pin count | 22 |
| Longest Clk Path Bufs | 2 |
| Clk sink count | 67 |
| Area of placed instances | 3437 um^2 |
| Worst hold path cell count | 1 |
| Critical-path maximum fanout | 6 |
| Worst clock skew | 0.007406 ns |
| Tmin final | 2.538 ns |
| Die Width | 91.01 um |
| Row cnt | 32 |
| Iteration-0 DRC Markers | 135 |
| P_leak | 1.654 nW |
| Die ar. | 8283 um^2 |
| Slew Viols, Final | 0 |
| Distinct lib cells | 46 |
| CTS tree | built |
| Hold EP | tx_inst.clk_cnt[0] |
| Worst hold start | tx_inst.clk_cnt[0] |
| Residual DRC | 0 |
| Total track usage | 0.1534 |
| Worst slew margin | 0.4882 |
| CTS clock-pin slew for the worst setup and hold paths | 0.07 ns |
| WL per Instance | 12.47 um |
| First-pass GRT wire length | 10060 um |
| Post-route ant nets | 0 |
| Reg-to-Reg Start | rx_inst.clk_cnt[11] |
| H-tree depth | 3 |
| Final WL | 5500 um |
| Crit path DRT | 5.22 ns |
| Cells in synth_stat.txt | 308 |
| Worst R2R Setup Slack | 2.46 ns |
| Yosys warnings | 4 |
| Worst-margin pin slew | 0.7612 ns |
| Ratio of cells with drive above 1 in the final layout | 0.1121 |
| Worst path slowest cell | o31ai_1 |
| Crit path DAT | 2.76 ns |
| Outcome | finished, final reports clean |
| Max Cap Viol | 0 |
| Cycle use final | 0.5075 |
| Critical path class | flop to flop |
| Top cells excl fill/tap | dfrtp_1 (64), nor2_1 (33), nand2_1 (31) |
| CP startpoint kind | flop |
| Commonest Layout Cell | dfrtp_1 |
| Gr ovfl total | 0 |
| Worst setup EP type | flop |
| Largest net degree at the start of global routing | 48 |
| Peak VDD IR | 220.1 uV |
| Worst skew pair latency | 0.34 ns |
| FFs w/ async S/R, synth | 1.000 |
| Flops & latches, synth | 67 |
| Synthesized instance count | 308 |
| Hold/Removal Path Class | flop to flop |
| Pre-Place Util | 0.4123 |
| Post-layout instance area | 3647 um^2 |
| Total number of vias | 2202 |
| RSZ-0062 raised after global routing | false |
| Area Overhead vs Synth | 15.08% |
| Endpoints failing setup | 0 |
| Post-layout power | 1.160 mW |
| Post-DP HPWL | 3772 um |
| Final hold violation count | 0 |
| Worst R2R Path Depth | 6 |
| Die Ht | 91.01 um |
| DRT Pass-1 Iters | 4 |
| Num CTS Buffers | 9 |
| Hold WS | 0.4626 ns |
| Fmax | 394.1 MHz |
| Via density | 4.993 |
## power by group
group	switching [mW]	internal, mW
Combinational	0.0383	0.0473
Sequential	0.0339	0.576
Clock	0.216	0.249
Total	0.288	0.872
## through the flow
| step | util | std cells | setup slack, ns |
|---|---|---|---|
| floorplan | - | 316 | 2.322 |
| global placement | 0.4471 | 425 | 2.419 |
| detailed placement | 0.4471 | 425 | 2.462 |
| CTS | 0.4744 | 441 | 2.448 |
| global route | 0.4744 | 441 | 2.314 |
| finish | 0.4744 | 441 | 2.462 |
## cell type report
| cell class | count | area [um^2] |
|---|---|---|
| Clock buffer | 10 | 137.6 |
| Clock inverter | 6 | 72.57 |
| Fill cell | 730 | 4040 |
| Inverter | 12 | 45.04 |
| Multi-Input combinational cell | 230 | 1446 |
| Sequential cell | 67 | 1680 |
| Tap cell | 102 | 127.6 |
| Timing Repair Buffer | 14 | 137.6 |
## sequential cells by signal, indices dropped and copies added (netlist names)
signal and flops:
rx_inst.bit_cnt 4, rx_inst.clk_cnt 16, rx_inst.rx_data 8, rx_inst.rx_ready 1
rx_inst.rx_shift 8, rx_inst.state 4, tx_inst.bit_cnt 4, tx_inst.clk_cnt 16
tx_inst.state 4, tx_inst.tx 1, tx_inst.tx_busy 1
## cell families (layout without fill, tap and decap cells)
kind of cell | Yosys count | count (layout) | synth area share
flip-flops | 67 | 67 | 0.5302
adder cells (fa/ha/maj) | 9 | 9 | 0.03553
AND-OR/OR-AND | 61 | 61 | 0.1354
multiplexers | 13 | 13 | 0.04580
other | 1 | 9 | 0.001183
buffers and inverters | 19 | 42 | 0.02289
AND/OR/NAND/NOR | 127 | 127 | 0.1986
XOR/XNOR | 11 | 11 | 0.03040
## metal layers
layer,wire length (um),vias up,part of all wire,track usage
met2,2431,19,0.44,0.2374
met4,96,0,0.017,0.02646
li1,-,1146,-,-
met1,2840,1028,0.52,0.2442
met5,0,-,0,0
met3,131,9,0.024,0.02296
## synth_stat cells (3+ instances only)
cell,number,area share
nand4_1,5,0.0099
nand2_1,31,0.037
nor4_1,4,0.0079
a21o_1,3,0.0071
inv_1,12,0.014
mux2_2,12,0.043
nor2_1,33,0.039
xor2_1,6,0.017
a21oi_1,6,0.0095
nor3_1,9,0.014
o21ai_0,18,0.028
dfrtp_1,64,0.51
clkbuf_1,6,0.0071
nand4b_1,3,0.0083
a22o_1,15,0.041
dfstp_2,3,0.025
and3_1,8,0.016
nand3_1,17,0.027
xnor2_1,5,0.014
o31ai_1,5,0.012
or3_1,3,0.0059
ha_1,9,0.036
nor2b_1,3,0.0059
## worst max path at each step
stage	start	endpoint	slack, ns	cells after the start
global route	rx_inst.clk_cnt[11]	rx_inst.clk_cnt[15]	2.31	6
CTS	rx_inst.clk_cnt[11]	rx_inst.clk_cnt[15]	2.45	6
finish	rx_inst.clk_cnt[11]	rx_inst.clk_cnt[15]	2.46	6
## worst max-delay path, delay by kind of cell, from the launching register on
kind / cells / cell delay, ns
simple gates: 3 / 0.74
mux: 1 / 0.25
compound gates: 2 / 1.00
flops: 1 / 0.44
Power is estimated from default activity; no workload was simulated.
